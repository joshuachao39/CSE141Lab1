==> flow/design.v <==
module IF(
  input Branch_abs,  
  input [15:0] Target,
  input Init,
  input Halt,
  input CLK,
  output logic[15:0] PC
  );
  always_ff @(posedge CLK)
	if(Init)
	  PC <= 0;
	else if(Halt)
	  PC <= PC;
	else if(Branch_abs)	       
	  PC <= Target;
	else
	  PC <= PC+1;		   
endmodule
==> flow/run.sh <==
#!/bin/bash
# OpenROAD 26Q1-2900-gdf79404cd8, Yosys 0.63+post, stock flow scripts
make -C /OpenROAD-flow-scripts/flow DESIGN_CONFIG=/design/flow/config.mk WORK_HOME=/design/flow/orfs finish
==> flow/config.mk <==
export PLATFORM = sky130hd
export DESIGN_NAME = IF
export DESIGN_NICKNAME = IF
export VERILOG_FILES = /design/flow/design.v
export SDC_FILE = /design/flow/constraint.sdc
export NUM_CORES = 4
export LEC_CHECK = 1
export CORE_AREA = 10 10 89 89
export DIE_AREA = 0 0 99 99
==> flow/constraint.sdc <==
current_design IF

set clk_period 3.0
set clk_io_pct 0.2

create_clock -name clk0 -period $clk_period [get_ports {CLK}]

set non_clock_inputs [all_inputs -no_clocks]
set_input_delay [expr $clk_period * $clk_io_pct] -clock clk0 $non_clock_inputs
set_output_delay [expr $clk_period * $clk_io_pct] -clock clk0 [all_outputs]
==> impl_table.tex <==
% Implementation results table
\begin{tabular}{lr}
\hline
Metric & Value \\
\hline
\multicolumn{2}{l}{\textbf{Min path}} \\
\quad Hold Path Class & reg -> reg \\
\quad Beginning of the worst hold path & PC[12]\$\_SDFFE\_PP0N\_ \\
\quad Worst hold path cell count & 2 \\
\quad Hold Crit Endpoint & PC[12]\$\_SDFFE\_PP0N\_ \\
\multicolumn{2}{l}{\textbf{STA}} \\
\quad Part of the cycle the worst path needs & 0.694 \\
\quad Tightest Pin Transition & 0.639 ns \\
\quad Highest clock frequency the design can meet & 0.480 GHz \\
\quad Post-layout min period & 2.08 ns \\
\quad Finish-stage setup viols & 0 \\
\quad Final count of pins violating max slew & 0 \\
\quad Clock Skews & 0.00715 ns \\
\quad Final count of hold timing violations & 0 \\
\quad Post-Route Setup TNS & 0 ns \\
\quad Unrepaired setup endpoints after global routing & no \\
\quad Max\_slew headroom & 0.573 \\
\multicolumn{2}{l}{\textbf{Detailed routing}} \\
\quad Via count normalized by instance count & 4.54 \\
\quad Residual antenna-violating net count after detailed routing & 0 \\
\quad DRC Markers & 0 \\
\quad Initial DRC Count & 62 \\
\quad Vias after detailed routing & 1117 \\
\quad Met1 Wirelength & 1.55 mm \\
\quad 1st-pass router iterations & 4 \\
\quad Antenna diode count & 0 \\
\quad Met2 WL & 1.48 mm \\
\quad WL final & 3.28 mm \\
\quad Highest metal used & met4 \\
\quad Wire length per cell after detailed routing & 13.3 um \\
\quad Detailed route wirelength on metal3 & 243 um \\
\multicolumn{2}{l}{\textbf{Clocking}} \\
\quad H-tree lvl count & 1 \\
\quad Clock tree from TritonCTS & done \\
\quad Cts-stage hold buffer count & 0 \\
\quad Post CTS Setup Buffer Count & 0 \\
\quad Number of buffers added by the clock tree synthesis step & 3 \\
\quad Num Clock Sinks & 16 \\
\quad Clock transition at the registers of the reported paths & 0.07 ns \\
\quad Buffer depth of the longest clock path & 2 \\
\quad CTS resizes & 0 \\
\quad Root Buffer Master & sky130\_fd\_sc\_hd\_\_clkbuf\_8 \\
\quad Clock latency at the later pin of the worst-skew pair & 0.25 ns \\
\multicolumn{2}{l}{\textbf{Worst setup path}} \\
\quad Launch point of the critical path & Branch\_abs \\
\quad Worst setup slack for register-to-register paths & 1.30 ns \\
\quad Worst path required time & 3.19 ns \\
\quad R2R cell count & 4 \\
\quad Endpoint arrival time on the critical path & 2.27 ns \\
\quad Endpoint of the most critical register-to-register path & PC[15]\$\_SDFFE\_PP0N\_ \\
\quad CP bufs+invs & 1 \\
\quad Worst path slowest cell & sky130\_fd\_sc\_hd\_\_clkdlybuf4s50\_1 \\
\quad Cell Chain, Critical Path & clkdlybuf4s50\_1, nor2b\_1, nand2\_1, a31o\_1, a31oi\_1 \\
\quad Cell family with the largest share of critical-path delay & simple AND/OR/NAND/NOR gates \\
\quad Endpoint kind of the worst setup timing path & flop \\
\quad Beginning of the worst register-to-register path & PC[3]\$\_SDFFE\_PP0N\_ \\
\quad Top fanout value on the critical path & 9 \\
\quad Kind of start point of the critical path & primary input \\
\quad Type of the worst setup path & in -> reg \\
\quad Maximum single-stage delay on the critical path & 0.65 ns \\
\multicolumn{2}{l}{\textbf{Power}} \\
\quad Worst IR Drop VDD & 0.162 mV \\
\quad Pwr Density & 353 nW/um\^{}2 \\
\quad Psw & 134 uW \\
\quad Design Power & 541 uW \\
\quad Relative contribution of the clock network to total power & 0.355 \\
\quad Leakage component of the power & 0.510 nW \\
\quad Net switching fraction of the power & 0.248 \\
\quad Internal power of the cells & 407 uW \\
\quad Portion of total power attributed to combinational logic & 0.197 \\
\quad Power share of the sequential group & 0.448 \\
\multicolumn{2}{l}{\textbf{Logic synthesis}} \\
\quad Most frequent cell after synthesis & sky130\_fd\_sc\_hd\_\_nor2\_1 \\
\quad Cell type contributing the most total cell area after synthesis & sky130\_fd\_sc\_hd\_\_dfxtp\_1 \\
\quad Post-synth top flop & sky130\_fd\_sc\_hd\_\_dfxtp\_1 \\
\quad Yosys stat cell total & 138 \\
\quad Synthesis Warnings & 1 \\
\quad Synth top area share & 0.307 \\
\quad Yosys-reported design area after synthesis & 1040 sq um \\
\quad Mapped Cells & 138 \\
\quad Fraction of the yosys area taken by sequential cells & 0.307 \\
\quad Leading post-synthesis cells by cell area & sky130\_fd\_sc\_hd\_\_dfxtp\_1 (31\%), sky130\_fd\_sc\_hd\_\_nor2\_1 (7.2\%), sky130\_fd\_sc\_hd\_\_a21oi\_1 (5.8\%) \\
\quad Mapped Avg Cell Area & 7.56 sq um \\
\quad Total standard cell area after synthesis & 1040 sq um \\
\quad FF+latch count, synth & 16 \\
\quad Fraction of synthesis flops using an asynchronous set or reset pin & 0 \\
\quad Synth top cells by count & sky130\_fd\_sc\_hd\_\_nor2\_1 (20), sky130\_fd\_sc\_hd\_\_dfxtp\_1 (16), sky130\_fd\_sc\_hd\_\_a21oi\_1 (12), sky130\_fd\_sc\_hd\_\_nand2\_1 (12), sky130\_fd\_sc\_hd\_\_nor3\_1 (7) \\
\quad Count of library flops with an enable pin & 0 \\
\quad Number of unique standard cell types used by synthesis & 44 \\
\multicolumn{2}{l}{\textbf{Floorplan}} \\
\quad Die Y-Extent & 99 um \\
\quad Num ports & 36 \\
\quad Fp util & 0.174 \\
\quad Core footprint & 5990 sq um \\
\quad Die boundary width & 99 um \\
\quad Number of placement rows & 28 \\
\quad Die Outline Area & 9800 sq um \\
\multicolumn{2}{l}{\textbf{Global routing}} \\
\quad Total congestion overflow after global routing & 0 \\
\quad Global-route wire length before repair & 5.50 mm \\
\quad Largest net degree at the start of global routing & 21 \\
\quad Number of global-route vias before repair & 1077 \\
\quad Total routing usage reported by global routing & 0.0668 \\
\quad Antenna violations before repair & 0 \\
\multicolumn{2}{l}{\textbf{Placement}} \\
\quad Port bufs & 35 \\
\quad Half-perimeter wire length after placement & 2.50 mm \\
\quad GP Congestion & 0.812 \\
\multicolumn{2}{l}{\textbf{Run}} \\
\quad Count of maximum capacitance violations & 0 \\
\quad Total tool warning count & 25 \\
\multicolumn{2}{l}{\textbf{Layout}} \\
\quad Register name with the most flops & PC \\
\quad Top flop regs & PC: 16 flops \\
\quad Share of the core filled with cells & 0.256 \\
\quad Flip-flop count of the largest register, all copies and words added & 16 \\
\quad Layout-stage area growth over the synthesis result & 46.9\% \\
\quad Layout cell share with drive strength beyond 1 & 0.0936 \\
\multicolumn{2}{l}{\textbf{Run status}} \\
\quad Outcome & complete, no violations \\
\hline
\end{tabular}
tightest hold or removal path, stage by stage (launching register included):
cell and delay, ns:
sky130_fd_sc_hd__dfxtp_1 0.36, sky130_fd_sc_hd__o31ai_1 0.08, sky130_fd_sc_hd__a31oi_1 0.07
layout make-up:
class                           count  area, sq um
Timing Repair Buffer               39          380
Fill cell                         635         4460
Tap cell                           75         93.8
Clock buffer                        4         55.1
Multi-Input combinational cell    107          664
Inverter                            5         18.8
Sequential cell                    16          320
stage by stage:
step	hold WS, ns	area, sq um	instances	setup slack (ns)
3_5_place_dp	0.543	1480	242	0.642
6_report	0.552	1530	246	0.918
2_1_floorplan	0.495	1040	138	1.42
5_1_grt	0.598	1530	246	0.734
3_3_place_gp	0.546	1480	242	0.687
4_1_cts	0.553	1530	246	0.919
layer usage:
layer / GRT usage / vias to the layer above
met2: 0.102 / 37
li1: - / 578
met5: 0 / -
met3: 0.0226 / 2
met4: 0.00441 / 0
met1: 0.0925 / 500
power groups by stage:
stage / Sequential, mW / Clock (mW) / Combinational (mW)
CTS: 0.242 / 0.197 / 0.109
global route: 0.246 / 0.210 / 0.119
finish: 0.242 / 0.192 / 0.107
how the worst max path moves through the flow:
stage,to,cells past startpoint,slack [ns]
CTS,PC[12]$_SDFFE_PP0N_,5,0.92
global route,PC[10]$_SDFFE_PP0N_,4,0.73
finish,PC[12]$_SDFFE_PP0N_,5,0.92
kinds of logic (layout without fill, tap and decap cells):
family | Yosys count | after routing | share of synthesized area
AND/OR/NAND/NOR | 62 | 62 | 0.314
AND-OR/OR-AND | 39 | 39 | 0.261
flip-flops | 16 | 16 | 0.307
buffers and inverters | 15 | 48 | 0.0563
multiplexers | 5 | 5 | 0.0492
adder cells (fa/ha/maj) | 1 | 1 | 0.0120
cell usage in the layout (no fill, tap or decap), types with 2 or more instances in the layout:
cell type                         instances
sky130_fd_sc_hd__inv_1                    5
sky130_fd_sc_hd__a21oi_1                 12
sky130_fd_sc_hd__o21ai_0                  2
sky130_fd_sc_hd__clkdlybuf4s50_1         35
sky130_fd_sc_hd__o221a_1                  3
sky130_fd_sc_hd__a31oi_1                  5
sky130_fd_sc_hd__nor3_1                   7
sky130_fd_sc_hd__dfxtp_1                 16
sky130_fd_sc_hd__clkbuf_8                 4
sky130_fd_sc_hd__and3_4                   2
sky130_fd_sc_hd__nand4_1                  2
sky130_fd_sc_hd__nor4_1                   2
sky130_fd_sc_hd__nand2_1                 12
sky130_fd_sc_hd__nor2b_1                  2
sky130_fd_sc_hd__a22oi_1                  3
sky130_fd_sc_hd__mux2i_1                  4
sky130_fd_sc_hd__nand3_1                  3
sky130_fd_sc_hd__buf_4                    4
sky130_fd_sc_hd__or4_1                    2
sky130_fd_sc_hd__nor2_1                  20
sky130_fd_sc_hd__nand2b_1                 2
sky130_fd_sc_hd__a31o_1                   2
Power and IR drop assume default switching activity.
