## flow/design.v

```verilog
module reg_file #(parameter W=8, D=4)(
  input           CLK,
                  write_en,
  input  [ D-1:0] raddrA,
                  raddrB,
                  waddr,
  input  [ W-1:0] dataALU_in,
  input  [ W-1:0] dataMem_in,
  input           data_source,  
  output logic [W-1:0] data_outA,
  output logic [W-1:0] data_outB
    );
logic [W-1:0] registers[2**D];	   
assign      data_outA = raddrA? registers[raddrA] : 'b00000000;	  
assign      data_outB = raddrB? registers[raddrB] : 'b00000000;
always_ff @ (posedge CLK)
  if (write_en && waddr)
    begin
      if (data_source)
        registers[waddr] <= dataMem_in;
      else
        registers[waddr] <= dataALU_in;
    end
endmodule
```

## flow/constraint.sdc

```tcl
current_design reg_file

set clk_period 2.0
set clk_io_pct 0.2

create_clock -name clk0 -period $clk_period [get_ports {CLK}]

set non_clock_inputs [all_inputs -no_clocks]
set_input_delay [expr $clk_period * $clk_io_pct] -clock clk0 $non_clock_inputs
set_output_delay [expr $clk_period * $clk_io_pct] -clock clk0 [all_outputs]
```

## flow/run.sh

```bash
#!/bin/bash
# OpenROAD 26Q1-2900-gdf79404cd8, Yosys 0.63+post, stock flow scripts
make -C /OpenROAD-flow-scripts/flow DESIGN_CONFIG=/design/flow/config.mk WORK_HOME=/design/flow/orfs finish
```

## flow/config.mk

```make
export PLATFORM = sky130hd
export DESIGN_NAME = reg_file
export DESIGN_NICKNAME = reg_file
export VERILOG_FILES = /design/flow/design.v
export SDC_FILE = /design/flow/constraint.sdc
export NUM_CORES = 4
export LEC_CHECK = 1
export CORE_UTILIZATION = 50
```

==> job_summary.md <==
### Yosys + OpenROAD results

| Metric | Value |
|---|---|
| Worst endpoint data arrival time | `1.79 ns` |
| Worst EP required | `1.60 ns` |
| Number of global-route vias before repair | `4154` |
| IO Pins | `47` |
| Fin crit share | `109.7%` |
| Routed WL | `15240 um` |
| Clk sink count | `120` |
| Fin Setup TNS | `-1.974 ns` |
| Final tally of hold violations | `0` |
| Logic area | `0.002481 mm^2` |
| DRT iter0 DRCs | `221` |
| Startpoint Class | `flip-flop` |
| Root Driver | `clkbuf_16` |
| Row Count | `39` |
| Synth Cell Area | `0.005886 mm^2` |
| Largest net degree at the start of global routing | `18` |
| Synth Seq Share | `61.22%` |
| Failing checks | `setup timing` |
| Chip height | `110.5 um` |
| Die area | `0.01221 mm^2` |
| Status | `complete, but fails checks` |
| Drt via density | `6.185` |
| Final hold slack | `0.9259 ns` |
| CP top delay family | `multiplexers` |
| CTS tree | `built` |
| WP buf/inv | `1` |
| Critical path class | `flip-flop to output pin` |
| Slowest-stage cell, CP | `mux4_2` |
| Yosys warns | `1` |
| TritonCTS Buffers | `17` |
| DP Cell Count | `552` |
| DP HPWL | `9878 um` |
| Grt total ovfl | `0` |
| Chip width | `110.5 um` |
| Final Slew Violations | `0` |
| Syn Inst Count | `328` |
| Cells on Worst Hold Path | `2` |
| Area Overhead vs Synth | `35.18%` |
| Hold WC Path Type | `input pin to flip-flop` |
| Dpl ws | `-0.8537 ns` |
| Clock Path Buffers | `2` |
| Routability cong. | `0.8799` |
| Worst-path clk slew | `0.06 ns` |
| Largest fanout on the critical path | `2` |
| Final Worst Setup Slack | `-0.1945 ns` |
| Cell Chain, Critical Path | `mux4_2 > mux2i_4 > a211oi_2 > buf_2` |
| Ys cells | `328` |
| Initial antenna violation count | `0` |
| H-tree depth | `4` |
| Max FFs per register | `120` |
| Pwr dens | `849.1 mW/mm^2` |
| Unrepaired setup endpoints after global routing | `true` |
| First-pass GRT wire length | `23780 um` |
| Reg with most FFs | `registers` |
| Top achievable clock speed | `455.7 MHz` |
| Max cap viols | `0` |
| Final min period | `2.195 ns` |
| First-pass DRT Iterations | `4` |
| Total GRT Usage | `29.10%` |
| Final count of negative-setup-slack endpoints | `16` |
| Core ar. | `0.01147 mm^2` |
| FF+latch count, synth | `120` |
| YS chip area | `0.005886 mm^2` |
| Input/output buffers | `46` |
| Slowest stage delay, CP | `0.52 ns` |
| CP endpoint kind | `output pin` |
| Tool Warnings | `27` |
| Hold Buf Count CTS | `0` |
| Stages on the worst setup path | `4` |
| Via count | `3717` |
| Slew headroom | `75.38%` |
| Worst Tran Pin Value | `0.3664 ns` |
| Hold EP | `registers[14][7]` |
| Netlist cell types | `27` |
| Avg Cell Area, Syn | `17.94 um^2` |
| Diodes inserted | `0` |
| Antenna-violating nets left | `0` |
| DR DRC count | `0` |
| HP Start | `dataALU_in[7]` |
| Fraction of layout cells with a size suffix above 1 | `59.83%` |
| Peak VDD IR | `0.5995 mV` |
| Non-filler instance count after layout | `601` |
| Register Area | `0.003603 mm^2` |
| Biggest regs | `registers x120` |
| P_leak | `2.715 nW` |
| Fill count | `712` |
| Average wire per standard cell | `25.36 um` |
| FP Core Util | `51.33%` |
where the power goes:
group          switching [mW]  internal [mW]  total (mW)
registers              0.0245           2.85        2.87
logic                   0.377          0.429       0.806
clock network            1.12           1.96        3.08
Yosys cell counts:
library cell  instances  area share (%)
mux4_1                9             4.0
a211oi_1             14             1.8
buf_4                 4            0.51
buf_6                 4            0.77
nor4_1                1            0.11
and2b_1               1            0.13
buf_2                 8            0.68
nor3b_1               2            0.26
nor2b_1               1            0.11
nand3b_1              4            0.51
or3b_2                3            0.45
nand3_1               1           0.085
mux2_2               49             9.4
nor3b_2               1            0.21
or2_2                 2            0.21
mux2i_1              19             3.2
nand2_1               3            0.19
nand2b_1              3            0.32
buf_1                 1           0.064
o22ai_1              14             1.5
buf_12                2            0.68
mux4_2               26             9.9
clkbuf_1              5            0.32
a221oi_1             15             2.2
edfxtp_1            120              61
nor3_1                4            0.34
nor2_1               12            0.77
cell families after synthesis:
logic type	after synthesis	share of synthesized area, %
compound gates	43	5.506
flops	120	61.22
mux	103	26.57
buf+inv	24	3.019
simple gates	38	3.678
through the flow:
stage | instance area (um^2) | total power, mW | utilization (%)
finish | 7956 | 6.756 | 69.38
floorplan | 5886 | 3.264 | -
global placement | 6855 | 3.588 | 59.78
CTS | 7891 | 6.768 | 68.82
detailed placement | 6855 | 3.594 | 59.78
global route | 7956 | 6.977 | 69.38
per-layer routing:
| layer | global-route usage (%) | up-vias | part of all wire [%] |
|---|---|---|---|
| met2 | 41.49 | 211 | 47 |
| met3 | 15.78 | 18 | 12 |
| li1 | - | 1639 | - |
| met5 | 0 | - | 0 |
| met4 | 4.267 | 0 | 1.7 |
| met1 | 45.35 | 1849 | 40 |
cell usage in the layout, fill, tap and decap left out, drive strengths merged, types with 4 or more instances in the layout:
cell / synthesis / routed
edfxtp: 120 / 120
a211oi: 14 / 14
o22ai: 14 / 14
clkbuf: 5 / 17
a221oi: 15 / 15
mux2: 49 / 49
clkinvlp: 0 / 5
clkdlybuf4s50: 0 / 22
nand3b: 4 / 4
nor3: 4 / 4
mux2i: 19 / 19
mux4: 35 / 35
clkdlybuf4s15: 0 / 4
nor2: 12 / 12
buf: 19 / 94
clkinv: 0 / 6
repair_timing:
action / in CTS / in global routing
pin swaps: 21 / 17
setup endpoints to repair: 16 / 136
buffers inserted: 13 / 3
gates resized: 154 / 7
cloned: 2 / 0
area by class of cell:
| type | count | share of cell area (%) |
|---|---|---|
| Multi-Input combinational cell | 184 | 31.18 |
| Timing Repair Buffer | 122 | 13.70 |
| Tap cell | 143 | 2.249 |
| Sequential cell | 120 | 45.29 |
| Clock inverter | 15 | 2.233 |
| Clock buffer | 17 | 5.347 |
worst max-delay path by stage:
stage | startpoint | end | slack (ns)
global route | registers[13][2] | data_outB[2] | -0.25
finish | registers[13][2] | data_outB[2] | -0.19
CTS | registers[15][5] | data_outA[5] | -0.17
Power is estimated from default activity; no workload was simulated.
