File: flow/config.mk
export PLATFORM = sky130hd
export DESIGN_NAME = PC
export DESIGN_NICKNAME = PC
export VERILOG_FILES = /design/flow/design.v
export SDC_FILE = /design/flow/constraint.sdc
export NUM_CORES = 4
export LEC_CHECK = 1
export CORE_AREA = 10 10 70 70
export DIE_AREA = 0 0 80 80
File: flow/constraint.sdc
current_design PC

set clk_period 2.2
set clk_io_pct 0.2

create_clock -name clk0 -period $clk_period [get_ports {CLK}]

set non_clock_inputs [all_inputs -no_clocks]
set_input_delay [expr $clk_period * $clk_io_pct] -clock clk0 $non_clock_inputs
set_output_delay [expr $clk_period * $clk_io_pct] -clock clk0 [all_outputs]
File: flow/design.v
module PC(
  input init,
        jump_en,		 
		branch_en,		 
		CLK,
  output logic halt,
  output logic[ 9:0] PC);
always @(posedge CLK)
  if(init) begin
    PC <= 0;
	halt <= 0;
  end
  else begin
    if(PC>63)
	  halt <= 1;
	else if(branch_en) 
	  PC <= PC + 7;
    else if(jump_en) begin
	  if(PC>13)
	    PC <= PC - 14;
	  else
	    halt <= 1;      
	end
	else 
	  PC <= PC + 1;
  end
endmodule
File: flow/run.sh
#!/bin/bash
# OpenROAD 26Q1-2900-gdf79404cd8, Yosys 0.63+post, stock flow scripts
make -C /OpenROAD-flow-scripts/flow DESIGN_CONFIG=/design/flow/config.mk WORK_HOME=/design/flow/orfs finish
==> impl_metrics.ini <==
; flow metrics
[outcome]
outcome = complete, no violations

[setup_path]
rr_endpoint = PC[3]
cp-endpoint = PC[3]
critPathRequiredTime_ns = 2.39
regToRegStartpoint = PC[0]
max_fo_critical_path = 6
timing.critical_path.arrival_ns = 2.14
r2r.worst_path.cells = 7
start_kind = flop
startpoint_to_endpoint_class_of_the_critical_path = reg -> reg
r2r_setup_slack_ns = 0.24
timing.critical_path.from = PC[0]
critPathCaptureType = flop

[drt]
initialDrtViolationCount = 85
route.detailed.drc = 0
routed_wire_length_per_instance_um = 13.2
vias_per_cell = 4.82
route.final.wire_length_um = 2270
vias = 825
detailedRoute.firstPassIterationCount = 4
detail_route.antenna_diodes = 0
ant_nets = 0

[run]
tool_warnings = 29
max-cap-violations = 0

[floorplan]
die.size.y_um = 80
total_core_area_um2 = 3420
chipWidth_um = 80
floorplan.rows = 21
floorplanUtilization_pct = 23.6
die_area_um2 = 6400
boundaryPins = 15

[logic_synthesis]
synth-seq-cells = 11
flop_cell = dfxtp_1
synth-cells-yosys = 101
avgSynthCellArea_um2 = 7.98
synth.yosys.seq_area_share_pct = 27.3
ys.warnings.count = 1
ys_async_sr_fraction_pct = 0
synthesis.area_um2 = 806
synth_chip_area_um2 = 806
synth.distinct_cells = 39
number_of_flops_mapped_to_enable_cells_by_yosys = 0
netlist_instances = 101

[final_timing]
relSlewSlack_pct = 67.0
tightest_slew_ns = 0.494
timing_hold_violations_final = 0
finalSetupTns_ns = 0
post-route-period-util_pct = 88.9
clock_skew_ns = 0.00636
period_needed_ns = 1.96
grt_setup_unrepaired = no
final_max_slew_viol_count = 0
clock.fmax_mhz = 511
setup-violations-final = 0
hold_ws_ns = 0.481

[clock_network]
clock-sinks = 11
tritoncts = done
clk_transition_reported_paths_ns = 0.06
htree_num_levels = 1
cts_hold_buffers = 0
clock_insertion_delay_worst_skew_ns = 0.27
post_cts_sizing = 0
post_cts.repair.setup_buffers = 0
cts_root_buffer = clkbuf_4
max-clock-path-buffers = 2
numCtsBuffers = 3

[grt]
grt_start_max_net_pins = 16
grt_pass1_wl_um = 3690
grt_usage_pct = 7.12
grt_antenna_before_repair = 0
vias_in_the_first_global_route = 741
grt_remaining_overflow = 0

[final_layout]
regArea_um2 = 220
fillerInstances = 364
final_cell_count_no_fill = 171
final_util_pct = 31.9
combGateArea_um2 = 532
areaGrowthSynthToFinish_pct = 35.1
drive_above_1_share_pct = 17.6

[placement]
buffer_ports.inserted = 14
post-dp-hpwl_um = 1750
placed_cells = 167
finalWeightedCongestion = 0.946

[power_and_ir_drop]
powerDensity_nw_per_um2 = 785
reported_leakage_power_nw = 0.435
ir_drop_v = 0.000336

[worst_hold_path]
worst_hold_path_type = reg -> reg
[stage by stage]
stage / setup slack (ns) / instance area, um2 / power (mW)
2_1_floorplan: 0.393 / 806 / 0.522
3_3_place_gp: 0.0311 / 1060 / 0.723
3_5_place_dp: 0.0168 / 1060 / 0.721
4_1_cts: 0.230 / 1090 / 0.864
5_1_grt: 0.112 / 1090 / 0.934
6_report: 0.244 / 1090 / 0.854
[cell type report]
| class | instances | area share (%) |
|---|---|---|
| sequential | 11 | 20.2 |
| clock buffer | 4 | 2.41 |
| inverter | 10 | 3.45 |
| tap | 46 | 5.29 |
| multi-input combinational | 76 | 48.9 |
| timing repair buffer | 24 | 19.8 |
[critical path, cell delays in order, from the launching register on]
cell and delay (ns):
dfxtp_1 0.36, inv_1 0.06, ha_1 0.23, and4bb_2 0.34, o21ai_2 0.06, buf_4 0.18
or4b_1 0.50, a21oi_1 0.15
[flip-flops by register name, summed over array words and instances (netlist names)]
register / cells
halt: 1
PC: 10
[synth_stat cells, drive strengths merged (2+ instances only)]
cell,count,area [um2]
a21o,2,15.0
a21oi,8,40.0
a221oi,2,17.5
a31oi,2,12.5
clkbuf,3,11.3
dfxtp,11,220
ha,6,75.1
inv,10,37.5
mux2,2,26.3
nand2,4,15.0
nand4,3,18.8
nor2,13,48.8
nor2b,4,25.0
o21ai,7,38.8
o22ai,2,12.5
or4b,2,23.8
[kinds of logic (layout without fill, tap and decap cells)]
family / after synthesis / after routing / share of synthesized area [%]
flip-flops: 11 / 11 / 27.3
AND/OR/NAND/NOR: 35 / 35 / 25.8
XOR/XNOR: 1 / 1 / 1.09
buffers and inverters: 14 / 38 / 6.68
adder cells (fa/ha/maj): 6 / 6 / 9.32
AND-OR/OR-AND: 32 / 32 / 26.6
multiplexers: 2 / 2 / 3.26
[report_power, final]
group | total [mW] | switching, mW | leakage (nW) | internal, mW
Sequential | 0.289 | 0.0523 | 0.0904 | 0.237
Clock | 0.135 | 0.0646 | 0.0150 | 0.0702
Combinational | 0.430 | 0.195 | 0.330 | 0.235
[worst min path at each step]
stage | startpoint | endpoint | slack [ns] | cells after the start
4_1_cts | halt | halt | 0.49 | 2
5_1_grt | PC[9] | PC[9] | 0.53 | 2
6_report | halt | halt | 0.48 | 2
[cells in the final DEF, fill, tap and decap left out, drive strengths merged, types with 2 or more instances in the layout]
cell type      count
ha                 6
nand4              3
dfxtp             11
a221oi             2
nand2              4
a21oi              8
clkdlybuf4s50     14
a31oi              2
clkbuf             4
inv               10
a21o               2
or4b               2
o21ai              7
nor2b              4
nor2              13
o22ai              2
buf               10
mux2               2
[per-layer routing]
layer	share of wire (%)	up-vias	wire, um	GRT usage [%]
met2	40	35	916	9.47
met1	47	371	1060	10.3
li1	-	417	-	-
met5	0	-	0	0
met3	12	2	276	3.75
met4	0.44	0	10	0.352
Power figures rest on the tool's default switching activity, not on a simulated workload.
